==> /design/flow/design.v <==
module clk_div (clock_40MHz, clock_1MHz, clock_100KHz, clock_10KHz, clock_1KHz, clock_100Hz, clock_10Hz, clock_1Hz);
   input clock_40MHz;
   output clock_1MHz,clock_100KHz,clock_10KHz,clock_1KHz,clock_100Hz,clock_10Hz,clock_1Hz;
   reg clock_1MHz,clock_100KHz,clock_10KHz,clock_1KHz,clock_100Hz,clock_10Hz,clock_1Hz;
   reg[4:0] count_1MHz; 
   reg[2:0] count_100KHz,count_10KHz,count_1KHz,count_100Hz,count_10Hz,count_1Hz; 
   reg clock_1MHz_int,clock_100KHz_int,clock_10KHz_int,clock_1KHz_int,clock_100Hz_int,clock_10Hz_int,clock_1Hz_int; 
   always @(posedge clock_40MHz)
   begin 
      if (count_1MHz !=19)
         count_1MHz <= count_1MHz + 1 ; 
      else
      begin
         count_1MHz <= 4'b0000 ; 
         clock_1MHz_int <= ~clock_1MHz_int ; 
      end 
      clock_1MHz <= clock_1MHz_int ; 
      clock_100KHz <= clock_100KHz_int ; 
      clock_10KHz <= clock_10KHz_int ; 
      clock_1KHz <= clock_1KHz_int ; 
      clock_100Hz <= clock_100Hz_int ; 
      clock_10Hz <= clock_10Hz_int ; 
      clock_1Hz <= clock_1Hz_int ; 
   end 
   always @(posedge clock_1MHz_int)
   begin 
      if (count_100KHz != 4)
         count_100KHz <= count_100KHz + 1 ; 
      else
      begin
         count_100KHz <= 3'b000 ; 
         clock_100KHz_int <= ~clock_100KHz_int ; 
      end 
   end
   always @(posedge clock_100KHz_int)
   begin 
      if (count_10KHz != 4)
         count_10KHz <= count_10KHz + 1 ; 
      else
      begin
         count_10KHz <= 3'b000 ; 
         clock_10KHz_int <= ~clock_10KHz_int ; 
      end 
   end 
   always @(posedge clock_10KHz_int)
   begin
      if (count_1KHz != 4)
         count_1KHz <= count_1KHz + 1 ; 
      else
      begin
         count_1KHz <= 3'b000 ; 
         clock_1KHz_int <= ~clock_1KHz_int ; 
      end 
   end 
   always @(posedge clock_1KHz_int)  
   begin
      if (count_100Hz != 4)
         count_100Hz <= count_100Hz + 1 ; 
      else
      begin
         count_100Hz <= 3'b000 ; 
         clock_100Hz_int <= ~clock_100Hz_int ; 
      end 
   end 
   always @(posedge clock_100Hz_int)
   begin
      if (count_10Hz != 4)
         count_10Hz <= count_10Hz + 1 ; 
      else
      begin
         count_10Hz <= 3'b000 ; 
         clock_10Hz_int <= ~clock_10Hz_int ; 
      end 
   end 
   always @(posedge clock_10Hz_int)
   begin
      if (count_1Hz != 4)
         count_1Hz <= count_1Hz + 1 ; 
      else
      begin
         count_1Hz <= 3'b000 ; 
         clock_1Hz_int <= ~clock_1Hz_int ; 
      end 
   end 
endmodule
==> /design/flow/run.sh <==
#!/bin/bash
# OpenROAD 26Q1-2900-gdf79404cd8, Yosys 0.63+post, stock flow scripts
make -C /OpenROAD-flow-scripts/flow DESIGN_CONFIG=/design/flow/config.mk WORK_HOME=/design/flow/orfs finish
==> /design/flow/config.mk <==
export PLATFORM = sky130hd
export DESIGN_NAME = clk_div
export DESIGN_NICKNAME = clk_div
export VERILOG_FILES = /design/flow/design.v
export SDC_FILE = /design/flow/constraint.sdc
export NUM_CORES = 4
export LEC_CHECK = 1
export CORE_UTILIZATION = 30
==> /design/flow/constraint.sdc <==
current_design clk_div

set clk_period 1.2
set clk_io_pct 0.2

create_clock -name clk0 -period $clk_period [get_ports {clock_40MHz}]

set non_clock_inputs [all_inputs -no_clocks]
set_input_delay [expr $clk_period * $clk_io_pct] -clock clk0 $non_clock_inputs
set_output_delay [expr $clk_period * $clk_io_pct] -clock clk0 [all_outputs]
==> results.json <==
{
  "power_density_mw_per_mm2": 544,
  "grt_overflow": 0,
  "cts_max_path_buffers": 2,
  "edf_count": 7,
  "endpoint_kind": "flop",
  "htreeDepth": 1,
  "yosys_area_mm2": 0.00133,
  "start_kind": "flop",
  "cts_buffers": 3,
  "postSynthCellCount": 112,
  "irDropWorstVdd_mv": 0.568,
  "antenna_found_initial": 0,
  "clock_latency_ps": 240,
  "area_growth_pct": 13.7,
  "cts_root_buf": "clkbuf_8",
  "yosysUniqueCellTypes": 17,
  "finalCriticalPeriod_ps": 1110,
  "dp.cells": 169,
  "diodes": 0,
  "final_cell_mix": "dfxtp_1 (30), inv_1 (21), ha_1 (12)",
  "tightest_slew_ps": 256,
  "pin_count": 8,
  "drc": 0,
  "postCtsSetupBuffers": 0,
  "synth.avg_cell_area_um2": 11.9,
  "die_h_um": 68.7,
  "warnings": 31,
  "grt_pass1_wl_mm": 2.61,
  "initCoreUtil": 0.322,
  "hp-class": "reg2reg",
  "cap_violations": 0,
  "hpwl_mm": 1.20,
  "tns_ps": 0,
  "crit_chain": "ha_4 -> nor4b_4",
  "skew_ps": 0.865,
  "synth_flops": 37,
  "leakage_nw": 0.621,
  "flop_area_um2": 811,
  "power_mw": 0.825,
  "fin_area_mm2": 0.00152,
  "grt_pass1_vias": 655,
  "vias_per_cell": 3.92,
  "place_congestion": 0.648,
  "slew_viol_final": 0,
  "routed_wl_mm": 1.46,
  "arrival_ps": 1030,
  "port_buffers": 7,
  "synthFlopType": "dfxtp_1",
  "status": "finished, final reports clean",
  "clk_pin_slew_worst_paths_ps": 60,
  "ys_async_sr_fraction": 0,
  "final_util": 0.366,
  "lay_top_count": "dfxtp_1",
  "crit_required_ps": 1130,
  "ys_seq_frac": 0.608,
  "critPathSlowestCell": "dfxtp_1",
  "drtPass1Iterations": 2,
  "final_antenna_net_count": 0,
  "comb_area_um2": 457,
  "yosys_warnings": 1,
  "fill_cells": 408,
  "unclocked_regs": 24,
  "ys_cells": 112,
  "crit_type": "reg2reg",
  "crit_fanout": 5,
  "period_used_share": 0.923,
  "grt_max_degree": 9,
  "grt_usage": 0.0744,
  "drt-initial-drc-count": 20,
  "drive_gt1_frac": 0.0488,
  "untimed_endpoints": 36,
  "maxSlewHeadroom": 0.828,
  "die_w_um": 68.7,
  "syn_area_mm2": 0.00133,
  "final_cells": 173,
  "cts_hold_buf": 0,
  "rows": 23,
  "slowest_delay_ps": 380,
  "setup-violations-final": 0,
  "wl_per_cell_um": 8.45,
  "fmax_ghz": 0.903,
  "cts_tree": "done",
  "chipArea_mm2": 0.00472,
  "placement.cell_area_mm2": 0.00147,
  "rsz0062_at_grt": "no",
  "hold_viol": 0,
  "num_vias": 678,
  "core_mm2": 0.00414
}
## Yosys cell counts (2+ instances only)
cell type,count,area (µm²)
nand2b_1,6,37.5
nor2_1,7,26.3
ha_1,13,163
o21ai_0,2,10.0
and2_1,6,37.5
mux2i_1,6,60.1
nor2b_1,7,43.8
inv_1,21,78.8
dfxtp_1,30,601
edfxtp_1,7,210
## layer usage
layer  wire length, µm  track usage  vias up
li1                  -            -      373
met1               824        0.110      293
met2               576        0.115       10
met3                41       0.0217        2
met4                20      0.00521        0
met5                 0            0        -
## stage by stage
step,setup WS (ps),hold slack (ps)
finish,92.3,483
global route,23.1,511
CTS,23.0,456
detailed placement,30.1,448
global placement,72.1,430
floorplan,107,414
## critical path: cells and delay by family (launching register included)
family | cells | cell delay, ps
DFF | 1 | 380
and+or+nand+nor | 1 | 240
adders and majority gates | 1 | 170
## worst paths after layout
kind / from / to / slack (ps) / cells past startpoint
worst min register to register: count_1MHz[0]$_SDFF_PN0_ / count_1MHz[0]$_SDFF_PN0_ / 480 / 1
worst max register to register: count_1MHz[0]$_SDFF_PN0_ / clock_1MHz_int$_DFFE_PN_ / 90 / 2
worst max-delay path: count_1MHz[0]$_SDFF_PN0_ / clock_1MHz_int$_DFFE_PN_ / 90 / 2
worst min-delay path: count_1MHz[0]$_SDFF_PN0_ / count_1MHz[0]$_SDFF_PN0_ / 480 / 1
## kinds of logic after synthesis
kind of cell             synth area share
AND-OR/OR-AND                      0.0235
XOR/XNOR                          0.00657
AND/OR/NAND/NOR                     0.136
flip-flops                          0.608
multiplexers                       0.0450
adder cells (fa/ha/maj)             0.122
buffers and inverters              0.0591
## report_power, final
| part | leakage [nW] | total, mW | internal (mW) | switching, mW |
|---|---|---|---|---|
| combinational | 0.273 | 0.000000273 | 0 | 0 |
| clock | 0.0255 | 0.389 | 0.229 | 0.159 |
| sequential | 0.322 | 0.436 | 0.436 | 0 |
| total | 0.621 | 0.825 | 0.666 | 0.159 |
## flip-flops by register name, indices dropped and copies added (netlist names), 3 cells and up
register      cells
count_100Hz       3
count_100KHz      3
count_10Hz        3
count_10KHz       3
count_1Hz         3
count_1KHz        3
count_1MHz        5
## repair_timing
action	4_1_cts	5_1_grt
pin swaps	0	1
setup endpoints to repair	7	1
gates resized	7	2
## layout make-up
class | instances | share of cell area
clock buffer | 3 | 0.0272
clock inverter | 1 | 0.00330
inverter | 21 | 0.0520
multi-input combinational | 54 | 0.301
sequential | 37 | 0.535
tap | 50 | 0.0413
timing repair buffer | 7 | 0.0404
No activity file was given, so power comes from the tool's default toggle rates.
