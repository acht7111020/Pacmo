<file path="./config.mk">
export PLATFORM = sky130hd
export DESIGN_NAME = points
export DESIGN_NICKNAME = points
export VERILOG_FILES = /design/flow/design.v
export SDC_FILE = /design/flow/constraint.sdc
export NUM_CORES = 4
export LEC_CHECK = 1
export CORE_AREA = 10 10 83 83
export DIE_AREA = 0 0 93 93
</file>
<file path="./constraint.sdc">
current_design points

set clk_period 2.9
set clk_io_pct 0.2

create_clock -name clk0 -period $clk_period [get_ports {display_clk}]

set non_clock_inputs [all_inputs -no_clocks]
set_input_delay [expr $clk_period * $clk_io_pct] -clock clk0 $non_clock_inputs
set_output_delay [expr $clk_period * $clk_io_pct] -clock clk0 [all_outputs]
</file>
<file path="./design.v">
`timescale 1ns / 1ps
module points(display_clk, RST_N,BCD,point);
input  display_clk;
input [15:0] point;
input RST_N;
output reg [15:0]BCD = 0;
reg Zero_point =0;
reg [3:0] bcd1_NEXT=0;
reg [3:0] bcd2_NEXT =0;
reg [3:0] bcd3_NEXT =0;
reg [3:0] bcd4_NEXT=0;
reg [3:0] bcd1=0;
reg [3:0] bcd2=0;
reg [3:0] bcd3=0;
reg [3:0] bcd4=0;
	always@(*)begin
		bcd1=bcd1_NEXT;
		bcd2=bcd2_NEXT ;
		bcd3=bcd3_NEXT;
		bcd4=bcd4_NEXT;
		BCD = {bcd4,bcd3,bcd2,bcd1};
	end 
	always@(posedge display_clk or negedge RST_N)begin
		if(!RST_N)begin
			bcd1_NEXT = 0;
			bcd2_NEXT = 0;
			bcd3_NEXT = 0;
			bcd4_NEXT = 0;
			Zero_point =0;
		end
		else begin
			if(point < 4'd10)begin 
				Zero_point =0;
				bcd1_NEXT = point;
			end
			else begin 
				if (Zero_point==0)begin
					bcd1_NEXT = 0;
					Zero_point =1;
					if(bcd2 == 4'd9)begin
						bcd2_NEXT = 0;
						if(bcd3 == 4'd9)begin
							bcd3_NEXT = 0;
							bcd4_NEXT = bcd4 + 1;
						end
						else bcd3_NEXT = bcd3 + 1;
					end else bcd2_NEXT = bcd2 + 1;
				end
			end
		end
	end
endmodule
</file>
<file path="./run.sh">
#!/bin/bash
# OpenROAD 26Q1-2900-gdf79404cd8, Yosys 0.63+post, stock flow scripts
make -C /OpenROAD-flow-scripts/flow DESIGN_CONFIG=/design/flow/config.mk WORK_HOME=/design/flow/orfs finish
</file>
==> results_dict.tcl <==
# yosys + openroad results
set metrics [dict create \
    status "finished clean" \
    postCtsSetupBuffers 0 \
    ys_seq_elements 17 \
    startpoint_type "input pin" \
    hpwl_microns 1680 \
    netlist_instances 76 \
    post_drt_via_cell_ratio 3.69 \
    yosys.area.top_type "dfrtp_1" \
    fp.dieW_microns 93 \
    numCtsBuffers 3 \
    drt-total-wl_microns 2080 \
    max_freq_mhz 475 \
    min_path_type "reg2reg" \
    seq_area_frac_synth 0.514 \
    finClkSkew_ns 0.000749 \
    wire_per_inst_microns 11.6 \
    n_antenna_cell 0 \
    maxSlewViolCount 0 \
    path_clk_slew_ns 0.06 \
    yosysCellCount 76 \
    placed_area_sq_um 1210 \
    regArea_sq_um 425 \
    htreeDepth 1 \
    period_needed_ns 2.11 \
    yosysWarnings 1 \
    grt_pass1_vias 722 \
    worstPathRequired_ns 3.03 \
    finalHoldViolations 0 \
    yosysUniqueCellTypes 29 \
    initial_core_util 0.161 \
    track_usage 0.0499 \
    gp_congestion 0.765 \
    design_area_sq_um 1260 \
    clockRootBuffer "clkbuf_8" \
    top_cell_area_share 0.514 \
    vdd_drop_max_v 0.000129 \
    p_total_mw 0.441 \
    end_kind "flip-flop" \
    grt_setup_unrepaired "no" \
    grt_max_degree 18 \
    gr-total-overflow 0 \
    cp_max_fo 16 \
    vias 664 \
    tns_ns 0 \
    area.combinational_sq_um 362 \
    top_cells_by_area "dfrtp_1, xnor2_1, nand3_1" \
    synth.avg_cell_area_sq_um 10.9 \
    drive_above_1_share 0.0818 \
    first_pass_iters 4 \
    critPathKind "in2reg" \
    clock_sinks 17 \
    finalSetupViolCount 0 \
    clkLatencyLatePin_ns 0.25 \
    pin_count 34 \
    cts_tree "done" \
    nFillCells 573 \
    first_iter_violations 33 \
    finalCritPeriodShare 0.726 \
    p_leak_nw 0.514 \
    io_buffers 33 \
    slew_headroom 0.482 \
    warning_count 25 \
    p_per_area_nw_per_um2 350 \
    antenna_found_initial 0 \
    arrival_ns 2.24 \
    cts_resized 0 \
    worstMarginPinSlew_ns 0.775 \
    drc 0 \
    dieHeight_microns 93 \
    maxCapViolCount 0 \
    ant_nets 0 \
    max-clock-path-buffers 2 \
    syn_area_sq_um 827 \
    core_area_sq_um 5140 \
    die-area_sq_um 8650 \
    grt_first_pass_wirelength_microns 3470 \
    area_growth_pct 52.3 \
    cts_hold_buffers 0 \
    core.rowCount 26 \
    yosys_area_sq_um 827 \
]
==> worst max-delay path: stages <==
cell and delay [ns]:
clkdlybuf4s50_1 0.40, nor4_1 0.30, and4_1 0.40, inv_4 0.13, nand3_2 0.11, mux2_1 0.31
==> layer usage <==
layer,vias up,share of wire,global-route usage
li1,338,-,-
met1,308,0.42,0.0600
met2,14,0.50,0.0835
met3,4,0.069,0.0202
met4,0,0.011,0.00771
met5,-,0,0
==> cells in the mapped netlist (all sizes together) <==
master and count:
xor2 1, o211ai 1, a22o 2, o2bb2ai 1
inv 2, nand2b 1, and3 2, nor2b 4
a31o 1, dfrtp 17, mux2 3, nand3 9
nand2 10, buf 3, ha 1, nor2 2
nor4 3, and4 1, nor3b 1, nand3b 1
xnor2 6, a21oi 1, o21ai 1, nand4 2
==> metrics by stage <==
stage / hold slack, ns / std cells / util / worst slack (ns)
global placement: 0.465 / 176 / 0.236 / 0.529
detailed placement: 0.467 / 176 / 0.236 / 0.517
global route: 0.508 / 180 / 0.245 / 0.679
floorplan: 0.284 / 76 / - / 1.22
CTS: 0.479 / 180 / 0.245 / 0.783
finish: 0.476 / 180 / 0.245 / 0.795
==> report_power, final <==
part           switching (mW)  leakage [nW]  internal, mW
Clock                  0.0750        0.0228        0.0973
Sequential           0.000565         0.227         0.238
Combinational         0.00854         0.264        0.0218
Total                  0.0841         0.514         0.357
==> logic make-up after synthesis <==
kind of cell / Yosys count / share of synthesized area
mux: 3 / 0.0408
simple gates: 36 / 0.244
buf+inv: 5 / 0.0484
fa+ha+maj: 1 / 0.0151
flops: 17 / 0.514
compound gates: 7 / 0.0635
xor+xnor: 7 / 0.0741
==> area by class of cell <==
cell class                 instances  share of cell area
timing repair buffer              33               0.262
sequential                        17               0.338
clock buffer                       4              0.0357
inverter                           2             0.00794
tap                               70              0.0695
multi-input combinational         54               0.287
==> layout by cell type, fill, tap and decap left out, drive strengths merged, types with 2 or more instances in the layout <==
cell           netlist  final
a22o                 2      2
and3                 2      2
clkbuf               0      4
clkdlybuf4s50        0     33
dfrtp               17     17
inv                  2      2
mux2                 3      3
nand2               10     10
nand3                9      9
nand4                2      2
nor2                 2      2
nor2b                4      4
nor4                 3      3
xnor2                6      6
==> state kept, by name, indices dropped and copies added (netlist names) <==
name	cells
bcd2_NEXT	4
bcd3_NEXT	4
bcd4_NEXT	4
bcd1_NEXT	4
Zero_point	1
==> path summary, 6_finish.rpt <==
path / from / endpoint / slack [ns] / cells after the start
hold / removal: bcd4_NEXT[3] / bcd4_NEXT[3] / 0.48 / 1
hold reg to reg: bcd4_NEXT[3] / bcd4_NEXT[3] / 0.48 / 1
max in group asynchronous: RST_N / bcd1_NEXT[1] / 1.63 / 1
min in group asynchronous: RST_N / bcd3_NEXT[3] / 0.79 / 1
setup / recovery: point[6] / bcd4_NEXT[1] / 0.79 / 6
setup reg to reg: Zero_point / bcd4_NEXT[1] / 1.31 / 4
No activity file was given, so power comes from the tool's default toggle rates.
